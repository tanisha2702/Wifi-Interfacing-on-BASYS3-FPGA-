==> design.v <==
`timescale 1ns / 1ps
module uart_tx
#(
    parameter DBIT    = 8,    
    parameter SB_TICK = 16    
)
(
    input  wire       clk,
    input  wire       reset,
    input  wire       tx_start,      
    input  wire       s_tick,         
    input  wire [7:0] din,            
    output reg        tx_done_tick,   
    output wire       tx              
);
    localparam [1:0]
        idle  = 2'b00,
        start = 2'b01,
        data  = 2'b10,
        stop  = 2'b11;
    reg [1:0] state_reg, state_next;
    reg [3:0] s_reg, s_next;
    reg [2:0] n_reg, n_next;
    reg [7:0] b_reg, b_next;
    reg       tx_reg, tx_next;
    always @(posedge clk or posedge reset) begin
        if (reset) begin
            state_reg <= idle;
            s_reg     <= 0;
            n_reg     <= 0;
            b_reg     <= 0;
            tx_reg    <= 1'b1;
        end
        else begin
            state_reg <= state_next;
            s_reg     <= s_next;
            n_reg     <= n_next;
            b_reg     <= b_next;
            tx_reg    <= tx_next;
        end
    end
    always @(*) begin
        state_next   = state_reg;
        tx_done_tick = 1'b0;
        s_next       = s_reg;
        n_next       = n_reg;
        b_next       = b_reg;
        tx_next      = tx_reg;
        case (state_reg)
            idle: begin
                tx_next = 1'b1;
                if (tx_start) begin
                    state_next = start;
                    s_next     = 0;
                    b_next     = din;
                end
            end
            start: begin
                tx_next = 1'b0;
                if (s_tick) begin
                    if (s_reg == 15) begin
                        s_next     = 0;
                        n_next     = 0;
                        state_next = data;
                    end
                    else
                        s_next = s_reg + 1;
                end
            end
            data: begin
                tx_next = b_reg[0];
                if (s_tick) begin
                    if (s_reg == 15) begin
                        s_next = 0;
                        b_next = b_reg >> 1;
                        if (n_reg == (DBIT - 1))
                            state_next = stop;
                        else
                            n_next = n_reg + 1;
                    end
                    else
                        s_next = s_reg + 1;
                end
            end
            stop: begin
                tx_next = 1'b1;
                if (s_tick) begin
                    if (s_reg == (SB_TICK - 1)) begin
                        state_next   = idle;
                        tx_done_tick = 1'b1;
                    end
                    else
                        s_next = s_reg + 1;
                end
            end
        endcase
    end
    assign tx = tx_reg;
endmodule
==> run.sh <==
#!/bin/bash
# OpenROAD 26Q1-2900-gdf79404cd8, Yosys 0.63+post, stock flow scripts
make -C /OpenROAD-flow-scripts/flow DESIGN_CONFIG=/design/flow/config.mk WORK_HOME=/design/flow/orfs finish
==> config.mk <==
export PLATFORM = sky130hd
export DESIGN_NAME = uart_tx
export DESIGN_NICKNAME = uart_tx
export VERILOG_FILES = /design/flow/design.v
export SDC_FILE = /design/flow/constraint.sdc
export NUM_CORES = 4
export LEC_CHECK = 1
export CORE_AREA = 10 10 90 90
export DIE_AREA = 0 0 100 100
==> constraint.sdc <==
current_design uart_tx

set clk_period 4.3
set clk_io_pct 0.2

create_clock -name clk0 -period $clk_period [get_ports {clk}]

set non_clock_inputs [all_inputs -no_clocks]
set_input_delay [expr $clk_period * $clk_io_pct] -clock clk0 $non_clock_inputs
set_output_delay [expr $clk_period * $clk_io_pct] -clock clk0 [all_outputs]
==> results.txt <==
run metrics: worst hold-check path type=flip-flop to flip-flop, Slew Viols, Final=0, reg-to-reg slack, setup=approximately 2.5 ns, Final min period=3.30 ns, PnR worst setup slack=0.998 ns, CP Launch Type=primary input, dpl ws=about 1 ns, maximum vdd ir drop=0.000109 V, Tool Warnings=25, worst path required time=3.44 ns, Clock Tree Root=clkbuf_8, Synth top area share=0.436, Internal=0.286 mW, drt first pass iters=6, ys flops=20, PD cells=282 mW/mm2, DIE HEIGHT=100 um, Worst Setup Path Type=primary input to output pin, Area after DPL=0.00122 mm2, GPL Wtd Cong=0.772, Clock Skew=0.00194 ns, CORE AREA=approximately 0.0063 mm2, total grt overflow=0, Final Hold Fails=0, Mapped Area=0.00103 mm2, clk latency of the worst-skew pair=0.26 ns, vias in the first global route=809, initial antenna violation count=0, vias per cell=4.31, layout cells sized above 1=0.0862, sequential share of power=0.540, # Max-Cap Violations=0, non-filler cells, final=193, Slowest-stage cell, CP=clkdlybuf4s50_1, Cell Type Count=31, Largest register FFs=8, status=completed, f_max=303 MHz, Final Cell Area=approximately 0.0013 mm2, die width=100 um, DRC errors left=0, CP endpoint kind=output pin, total setup buffers inserted after CTS=0, Ant. Diodes=0, Layout area overhead=23.9%, max incr delay on CP=0.56 ns, Switching Share=0.206, Initial DRC Count=approximately 54, crit path max fanout=10, Top cells by area=dfrtp_1, o22ai_1, dfstp_2, a22o_1, nand2_1, Num CTS Buffers=3, Initial Utilization=0.165, LEAKAGE=0.537 nW, first-pass GRT wire length=just under 4000 um, Rel. slew slack=0.480, NetSw=0.0745 mW, via count=832, RSZ-0062 raised after global routing=false, Setup violations, final=0, total power draw=0.361 mW, cell breakdown of the critical path=clkdlybuf4s50_1, nand4_1, nor2_1, clkdlybuf4s50_1, htree depth=1, CTS tree=yes, HPWL after detailed placement=around 1700 um, post-CTS sizing=0, WL per Instance=between 10 and 15 um, CTS Hold Buffers Added=0, Crit path top cell by count=clkdlybuf4s50_1, ys cells=104, largest net degree at the start of global routing=21, combinational share of power=0.060, Yosys chip area=between 0.001 and 0.0015 mm2, clock network power share=0.400, Routed WL=around 2300 um, crit share post-route=0.768, Total GRT Usage=0.0457, crit path DAT=2.44 ns, Avg Cell Area, Syn=9.94 um2, Core Util, Final=0.204, Worst Tran Pin Value=a little under 0.8 ns, I/O pin count=14, placed cells=~190, clk sink count=20, setup_tns=0 ns, Post-DRT Antenna Nets=0, Synth area leader=dfrtp_1, clk buf depth=2, Die Area=0.0100 mm2, yosys warning tally=1, Hold WS=0.509 ns, post-synthesis instance total=104, input/output buffers=13, CTS clk-pin slew, worst paths=0.07 ns, Row Count=29, Seq/Total Area, Yosys=0.487
[worst max-delay path, delay by kind of cell]
family | cells | cell delay, ns
AND/OR/NAND/NOR | 2 | 0.54
buffers and inverters | 2 | 1.04
[cell families (layout without fill, tap and decap cells)]
family	after synthesis	in the layout	synth area share
AND/OR/NAND/NOR	31	31	0.156
adder cells (fa/ha/maj)	3	3	0.0363
AND-OR/OR-AND	40	40	0.262
flip-flops	20	20	0.487
buffers and inverters	9	21	0.0484
multiplexers	1	1	0.0109
[synth_stat cells]
master     instances
nand4_1            1
nand3b_1           1
o22ai_1           13
o21ai_1            1
a21oi_1            9
nand2b_1           2
nand3_1            4
nor3_4             1
o21ai_0            4
nand2_1           13
inv_1              4
and2_1             1
ha_1               3
nor3_1             1
and4_1             1
and3_4             1
clkbuf_1           2
o31ai_1            1
a22o_1             6
buf_2              1
a21o_1             1
o22a_1             1
dfrtp_1           18
o41ai_1            1
o221ai_2           1
buf_6              2
a2bb2oi_1          1
nor2_1             5
dfstp_2            2
mux2_2             1
a41o_1             1
[power by group through the flow]
stage	registers (mW)	clock network, mW	logic (mW)
CTS	0.195	0.148	0.0224
finish	0.195	0.144	0.0217
global route	0.195	0.159	0.0244
[cells in the final DEF, fill, tap and decap left out]
cell             Yosys  final
and3_4               1      1
nand2b_1             2      2
a41o_1               1      1
ha_1                 3      3
o22ai_1             13     13
dfstp_2              2      2
inv_1                4      4
a22o_1               6      6
and2_1               1      1
nand3_1              4      4
nand2_1             13     13
a21o_1               1      1
o21ai_0              4      4
nor3_1               1      1
nor2_1               5      5
nand3b_1             1      1
o22a_1               1      1
nand4_1              1      1
a21oi_1              9      9
clkdlybuf4s50_1      0     13
and4_1               1      1
o31ai_1              1      1
mux2_2               1      1
o21ai_1              1      1
dfrtp_1             18     18
a2bb2oi_1            1      1
o221ai_2             1      1
o41ai_1              1      1
clkbuf_8             0      4
nor3_4               1      1
[metal layers]
| metal | track usage | vias up | wire, um |
|---|---|---|---|
| li1 | - | 416 | - |
| met1 | 0.0667 | 400 | 1120 |
| met2 | 0.0712 | 14 | 1100 |
| met3 | 0.00694 | 2 | 58 |
| met4 | 0.00761 | 0 | 20 |
| met5 | 0 | - | 0 |
[path summary, 6_finish.rpt]
kind,depth (start not counted),from,to
max,4,s_tick,tx_done_tick
min,2,state_reg[0]$_DFF_PP1_,state_reg[2]$_DFF_PP0_
max reg2reg,5,s_reg[0]$_DFFE_PP0P_,b_reg[0]$_DFFE_PP0P_
min reg2reg,2,state_reg[0]$_DFF_PP1_,state_reg[2]$_DFF_PP0_
max in group asynchronous,2,reset,n_reg[2]$_DFFE_PP0P_
min in group asynchronous,2,reset,b_reg[6]$_DFFE_PP0P_
[layout make-up]
class | instances | area (um2)
Multi-Input combinational cell | 75 | 480
Clock buffer | 4 | 55.1
Tap cell | 77 | 96.3
Timing Repair Buffer | 13 | 130
Fill cell | 676 | 5000
Sequential cell | 20 | 503
Inverter | 4 | 15.0
Power figures rest on the tool's default switching activity, not on a simulated workload.
