File: config.mk
export PLATFORM = sky130hd
export DESIGN_NAME = uart_rx
export DESIGN_NICKNAME = uart_rx
export VERILOG_FILES = /design/flow/design.v
export SDC_FILE = /design/flow/constraint.sdc
export NUM_CORES = 4
export LEC_CHECK = 1
export CORE_AREA = 10 10 104 104
export DIE_AREA = 0 0 114 114
File: constraint.sdc
current_design uart_rx

set clk_period 3.4
set clk_io_pct 0.2

create_clock -name clk0 -period $clk_period [get_ports {clk}]

set non_clock_inputs [all_inputs -no_clocks]
set_input_delay [expr $clk_period * $clk_io_pct] -clock clk0 $non_clock_inputs
set_output_delay [expr $clk_period * $clk_io_pct] -clock clk0 [all_outputs]
File: design.v
`timescale 1ns / 1ps
module uart_rx
#(
    parameter DBIT    = 8,
    parameter SB_TICK = 16
)
(
    input  wire       clk,
    input  wire       reset,
    input  wire       rx,             
    input  wire       s_tick,          
    output reg        rx_done_tick,    
    output wire [7:0] dout             
);
    localparam [1:0]
        idle  = 2'b00,
        start = 2'b01,
        data  = 2'b10,
        stop  = 2'b11;
    reg [1:0] state_reg, state_next;
    reg [3:0] s_reg, s_next;
    reg [2:0] n_reg, n_next;
    reg [7:0] b_reg, b_next;
    reg [7:0] dout_reg;
    always @(posedge clk or posedge reset) begin
        if (reset) begin
            state_reg <= idle;
            s_reg     <= 0;
            n_reg     <= 0;
            b_reg     <= 0;
        end
        else begin
            state_reg <= state_next;
            s_reg     <= s_next;
            n_reg     <= n_next;
            b_reg     <= b_next;
        end
    end
    always @(posedge clk) begin
        if (rx_done_tick)
            dout_reg <= b_reg;
    end
    always @(*) begin
        state_next   = state_reg;
        rx_done_tick = 1'b0;
        s_next       = s_reg;
        n_next       = n_reg;
        b_next       = b_reg;
        case (state_reg)
            idle: begin
                if (~rx) begin
                    state_next = start;
                    s_next     = 0;
                end
            end
            start: begin
                if (s_tick) begin
                    if (s_reg == 7) begin
                        state_next = data;
                        s_next     = 0;
                        n_next     = 0;
                    end
                    else
                        s_next = s_reg + 1;
                end
            end
            data: begin
                if (s_tick) begin
                    if (s_reg == 15) begin
                        s_next = 0;
                        b_next = {rx, b_reg[7:1]};
                        if (n_reg == (DBIT - 1))
                            state_next = stop;
                        else
                            n_next = n_reg + 1;
                    end
                    else
                        s_next = s_reg + 1;
                end
            end
            stop: begin
                if (s_tick) begin
                    if (s_reg == (SB_TICK - 1)) begin
                        state_next   = idle;
                        rx_done_tick = 1'b1;
                    end
                    else
                        s_next = s_reg + 1;
                end
            end
        endcase
    end
    assign dout = dout_reg;
endmodule
File: run.sh
#!/bin/bash
# OpenROAD 26Q1-2900-gdf79404cd8, Yosys 0.63+post, stock flow scripts
make -C /OpenROAD-flow-scripts/flow DESIGN_CONFIG=/design/flow/config.mk WORK_HOME=/design/flow/orfs finish
==> results.toml <==
# physical design summary
[place]
dp_hpwl_um = 1470
dp_cells = 211
routabilityCongestion = 0.780
port_buffers = 12
dpl_worst_slack_ns = 0.605

[logic_synthesis]
async_reset_ff_share_pct = 70.4
largest_area_cell = "dfrtp_1"
yosysChipArea_um2 = 1170
simple_gate_area_share_pct = 10.8
ys_seq_share_pct = 61.0
top_area_share_pct = 38.3
ys.flops = 27
flop_cell = "dfrtp_1"
mux_area_share_pct = 12.0
netlist_area_um2 = 1170
post_synth.cell_area_avg_um2 = 12.8
ys_sh_xor_pct = 0
top_cells_by_area = "dfrtp_1 38%, edfxtp_1 20%, mux2_2 8.6%"
synth_cell_type_count = 28
synth-edff-count = 8
adder_share_pct = 3.19
compound_area_share_pct = 10.2
syn-instance-count = 92
top_logic_kind = "multiplexers"
ys_cells = 92
ys.warnings.count = 1

[final_timing]
setup_viol = 0
setup_ws_ns = 0.590
fin_setup_tns_ns = 0
slew_viol_final = 0
slew_headroom_pct = 51.9
rsz0062_at_grt = "no"
hold_violations = 0
post-route-min-period_ns = 2.81
skew_ns = 0.00361
max_freq_ghz = 0.356
tightest_slew_ns = 0.721
finalCritPeriodShare_pct = 82.6

[worst_setup_path]
worst-path-buf-inv = 3
critPathSlowestCell = "clkdlybuf4s50_1"
cp_data_required_time_ns = 2.72
rr_worst_depth = 5
crit_chain = "clkdlybuf4s50_1 > inv_1 > nor2_1 > clkdlybuf4s50_1"
crit_fanout = 7
cp_slowest_stage_delay_ns = 0.59
cp-end-kind = "output port"
cp-start-kind = "input pin"
critPathTopFamily = "buffers and inverters"
critPathKind = "input pin to output port"
worstPathArrival_ns = 2.13
crit_top_cell = "clkdlybuf4s50_1"
cp.depth = 4

[job]
warnings = 25
cap_viol_max_count = 0

[global_route]
grt_pass1_vias = 690
grt_first_pass_wirelength_um = 3300
grt-ovfl-total = 0
grtUsageTotal_pct = 3.03
grt_max_degree = 20
antenna_found_initial = 0

[layout]
logic_area_um2 = 425
fin_cells = 215
drive_above_1_share_pct = 15.9
flop_area_um2 = 717
fillCellCount = 963
areaGrowthSynthToFinish_pct = 25.7
fin_util_pct = 17.0

[floorplanning]
dieArea_um2 = 13000
dieWidth_um = 114
fp-utilization_pct = 13.5
floorplan.die.height_um = 114
core_um2 = 8680
rows = 34
io_pins = 13

[routing]
dr.pass1.iters = 4
num_antenna_cells = 0
drtIter0Drc = 42
routed_wl_um = 2030
antenna_left = 0
viasPerCell = 3.40
vias = 730
post_drt_wl_per_cell_um = 9.43
drc = 0

[clock_tree]
clkTransAtPathRegs_ns = 0.09
cts_tree = "built"
clk_path_buf_depth = 2
cts_sinks = 27
h-tree-depth = 1
cts-root-buf = "clkbuf_8"
postCtsHoldBufs = 0
postCtsSetupRepairBufs = 0
clkLatencyLatePin_ns = 0.27
cts_made_buffers = 3
cts_resized = 0

[power]
power_leakage_nw = 0.567
vdd_ir_drop_max_v = 0.000138
powerDensity_nw_per_um2 = 616

[min_path]
min_path_cells = 0
worstHoldPathType = "flip-flop to flip-flop"

[status]
status = "finished, final reports clean"
## synthesized netlist by cell type (all sizes together), types with 2 or more instances
| cell | number |
|---|---|
| nand2 | 11 |
| o21ai | 7 |
| o211ai | 2 |
| ha | 3 |
| nand3 | 2 |
| mux2 | 9 |
| nor2b | 2 |
| mux2i | 4 |
| a21oi | 2 |
| inv | 6 |
| and3 | 2 |
| dfrtp | 18 |
| buf | 2 |
| edfxtp | 8 |
## logic make-up after synthesis
logic type | count (synthesis)
buf+inv | 8
compound gates | 17
flops | 27
simple gates | 24
mux | 13
fa+ha+maj | 3
## routing by layer
layer	routed length (um)	vias to the layer above	global-route usage, %	part of all wire, %
met4	0	0	0.501	0
met5	0	-	0	0
li1	-	360	-	-
met3	165	0	1.44	8.1
met1	949	356	4.05	47
met2	913	14	4.44	45
## worst register-to-register path, cell delays in order, from the launching register on
cell,delay [ns]
dfrtp_1,0.39
ha_1,0.29
nand3_1,0.11
a211o_1,0.36
a211oi_4,0.41
mux2_2,0.39
## cells in the final DEF (no fill, tap or decap), types with 2 or more instances in the layout
cell type	synthesis	final
o21ai_0	7	7
ha_1	3	3
mux2i_1	4	4
o211ai_1	2	2
nand3_1	2	2
nand2_1	11	11
a21oi_1	2	2
mux2_2	9	9
edfxtp_1	8	8
nor2b_1	2	2
clkbuf_8	0	3
dfrtp_1	18	18
inv_1	6	6
clkdlybuf4s50_1	0	12
and3_1	2	2
## power by group
part	leakage, nW	switching, mW	internal, mW
clock	0.0217	0.101	0.0830
sequential	0.303	0.0778	0.431
combinational	0.243	0.0935	0.124
total	0.567	0.272	0.638
## final timing paths
| kind | from | to | slack [ns] |
|---|---|---|---|
| worst max-delay path | s_tick | rx_done_tick | 0.59 |
| worst min-delay path | b_reg[0] | dout_reg[0] | 0.45 |
| worst max register to register | s_reg[0] | b_reg[0] | 1.35 |
| worst min register to register | b_reg[0] | dout_reg[0] | 0.45 |
| max in group asynchronous | reset | b_reg[3] | 2.13 |
| min in group asynchronous | reset | b_reg[0] | 0.82 |
## through the flow
| stage | instance area, um^2 | power [mW] | hold WS [ns] |
|---|---|---|---|
| floorplan | 1170 | 0.683 | 0.421 |
| global placement | 1430 | 0.726 | 0.426 |
| detailed placement | 1430 | 0.735 | 0.428 |
| CTS | 1480 | 0.923 | 0.452 |
| global route | 1480 | 0.976 | 0.475 |
| finish | 1480 | 0.910 | 0.447 |
## layout make-up
type / count / share of cell area [%]
sequential: 27 / 48.6
clock buffer: 3 / 2.80
timing repair buffer: 13 / 8.64
inverter: 6 / 1.53
multi-input combinational: 57 / 28.8
tap: 108 / 9.15
clock inverter: 1 / 0.508
Power and IR drop assume default switching activity.
